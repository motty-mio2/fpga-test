[./config.mk]
export PLATFORM = sky130hd
export DESIGN_NAME = buzzer
export DESIGN_NICKNAME = buzzer
export VERILOG_FILES = /design/flow/design.v
export SDC_FILE = /design/flow/constraint.sdc
export NUM_CORES = 4
export LEC_CHECK = 1
export CORE_UTILIZATION = 40
[./constraint.sdc]
current_design buzzer

set clk_period 4.2
set clk_io_pct 0.2

create_clock -name clk0 -period $clk_period [get_ports {clk}]

set non_clock_inputs [all_inputs -no_clocks]
set_input_delay [expr $clk_period * $clk_io_pct] -clock clk0 $non_clock_inputs
set_output_delay [expr $clk_period * $clk_io_pct] -clock clk0 [all_outputs]
[./design.v]
module buzzer(clk,rst,out);
input clk,rst;
output out;
reg out;
reg[3:0] clk_div1;  
reg[12:0] clk_div2; 
reg[21:0] cnt; 
reg[2:0] state;
parameter   duo=3822,    
		    lai=3405,
			mi=3034,
			fa=2865,
			suo=2551,
			la=2273,
			xi=2024,
			duo1=1911;
always@(posedge clk or negedge rst)
begin
	if(!rst) begin
		clk_div1<=0;
	 end
	else begin
		if(clk_div1!=11)
			clk_div1<=clk_div1+1;
		else
			clk_div1<=0;
	 end
end
always@(posedge clk or negedge rst)
begin
	if(!rst) begin
		clk_div2<=0;
		state<=0;
		cnt<=0;
		out<=0;
	 end
	else if(clk_div1==11) begin
		case(state)
			3'b000: begin                
				cnt<=cnt+1;
				if(cnt==22'h3fffff) 
					state<=3'b001;
				if(clk_div2!=duo)   
					clk_div2<=clk_div2+1;
				else begin
					clk_div2<=0;
					out<=~out;
				end
			 end
			3'b001: begin				 
				cnt<=cnt+1;
				if(cnt==22'h3fffff) 
					state<=3'b010;
				if(clk_div2!=lai)
					clk_div2<=clk_div2+1;   
				else begin
					clk_div2<=0;
					out<=~out;
				end
			 end
			3'b010:begin                 
				cnt<=cnt+1;
				if(cnt==22'h3fffff) 
					state<=3'b011;
				if(clk_div2!=mi)
					clk_div2<=clk_div2+1;
				else begin
					clk_div2<=0;
					out<=~out;
				end
			 end
			3'b011: begin				  
				cnt<=cnt+1;
				if(cnt==22'h3fffff) 
					state<=3'b100;
				if(clk_div2!=fa)
					clk_div2<=clk_div2+1;
				else begin
					clk_div2<=0;
					out<=~out;
				end
			 end
			3'b100: begin                
				cnt<=cnt+1;
				if(cnt==22'h3fffff) 
					state<=3'b101;
				if(clk_div2!=suo)
					clk_div2<=clk_div2+1;
				else begin
					clk_div2<=0;
					out<=~out;
				end
			 end
			3'b101: begin                   
				cnt<=cnt+1;
				if(cnt==22'h3fffff) 
					state<=3'b110;
				if(clk_div2!=la)
					clk_div2<=clk_div2+1;
				else begin
					clk_div2<=0;
					out<=~out;
				end
			 end
			3'b110: begin                    
				cnt<=cnt+1;
				if(cnt==22'h3fffff) 
					state<=3'b111;
				if(clk_div2!=xi)
					clk_div2<=clk_div2+1;
				else begin
					clk_div2<=0;
					out<=~out;
				end
			 end
			3'b111: begin                    
				cnt<=cnt+1;
				if(cnt==22'h3fffff) 
					state<=3'b000;
				if(clk_div2!=duo1)
					clk_div2<=clk_div2+1;
				else begin
					clk_div2<=0;
					out<=~out;
				end
			 end
		 endcase
	 end
end
endmodule
[./run.sh]
#!/bin/bash
# OpenROAD 26Q1-2900-gdf79404cd8, Yosys 0.63+post, stock flow scripts
make -C /OpenROAD-flow-scripts/flow DESIGN_CONFIG=/design/flow/config.mk WORK_HOME=/design/flow/orfs finish
==> summary.txt <==
fresh numbers from the pnr run: outcome finished clean, combinational gate area 0.00125 mm^2, vias in the first global route 1660, Post-Layout Cell Count 325, cts repair resizes 0, FF+latch count, synth 48, YS chip area 0.00256 mm^2, Initial DRC Count 107, largest net degree at the start of global routing 49, setup TNS 0 ns, Placed Cells 317, Worst IR Drop VDD 0.193 mV, Cells after Synth 250, maximum capacitance violations 0, clock sink total 48, DP Wirelength 3.06 mm, Hold WS 0.465 ns, Post-synth seq share 47.0%, crit path DRT 4.40 ns, GRT Total Usage 15.7%, Worst setup SP type flop, I/O pins 3, CTS tree built, post-route ant nets 0, Post-Syn Area 0.00256 mm^2, Row Count 28, core area 0.00606 mm^2, ANT cells 0, die width 82.0 um, clock root cell clkbuf_8, initial antenna violation count 0, f_max 0.380 GHz, hold violation count in the final report 0, chip area 0.00672 mm^2, # Post-CTS Setup Buffers 0, H-tree levels 2, WP data arrival 2.83 ns, PortBufs 2, ys cells 250, crit-path max FO 11, GR Overflow Total 0, final core occ 44.7%, CTS buffer count 5, Setup CP Type flop to flop, first-pass GRT wire length 7.98 mm, Die Y 82.0 um, cts hold-fix bufs 0, filler instances 567, post-DR vias/cell 5.36, clock latency (worst-skew pair) 0.31 ns, Slew headroom 60.0%, Clock Path Buffers 2, crit end category flop, DRC viols 0, Log Warnings 28, DRT Wirelength 4.38 mm, Tightest Hold Check Type flop to flop, Top cell excl fill/tap dfrtp_1, Routability Congestion 0.931, fp util 42.2%, Final Max Tran Viols 0, layout cells sized above 1 12.8%, power per cell area 301 mW/mm^2, setup-violating endpoint count in the final report 0, Tightest Pin Transition 0.599 ns, DRT Pass-1 Iters 4, Worst-path clk slew 0.10 ns, LEAKAGE 0.00118 uW, Cell Type Count 44, most used flip-flop cell dfrtp_1, final period utilization 62.6%, via count 1743, count of library flops with an enable pin 0, syn avg cell area 10.2 um^2, skew final 0.0108 ns, yosys warns 1, unrepaired setup endpoints after global routing no, Area growth syn-to-layout 5.87%, Avg WL per Cell 13.5 um, most frequent cells in the layout dfrtp_1, nand2_1, nor2_1, minimum clock period 2.63 ns, Reg area 0.00120 mm^2, post-synthesis async set-or-reset flop share 100%
-- cell type report --
cell class	instances	area share [%]
flip-flops and latches	48	44.4
inverters	4	0.555
clock inverters	3	1.71
clock buffers	5	2.54
multi-input cells	186	46.2
well taps	75	3.47
repair buffers	4	1.11
-- metal layers --
metal / wire (um) / global-route usage [%] / vias up
met5: 0 / 0 / -
met3: 107 / 2.71 / 11
li1: - / - / 887
met4: 99 / 2.98 / 0
met1: 2300 / 25.5 / 824
met2: 1870 / 22.9 / 21
-- final timing paths --
kind | from | endpoint | slack, ns | cells after the start
max reg2reg | clk_div1[0] | state[6] | 1.57 | 7
min | cnt[6] | cnt[6] | 0.46 | 1
min in group asynchronous | rst | clk_div2[8] | 0.61 | 2
max | clk_div1[0] | state[6] | 1.57 | 7
max in group asynchronous | rst | clk_div1[0] | 3.17 | 2
min reg2reg | cnt[6] | cnt[6] | 0.46 | 1
-- registers in the layout (all words and copies together) (netlist names) --
name / cells
cnt: 22
state: 8
clk_div1: 4
clk_div2: 13
out: 1
-- report_power, final --
group	internal (uW)	leakage (uW)	switching (uW)	total [uW]
Combinational	0.935	0.000467	8.60	9.53
Sequential	462	0.000657	0	462
Clock	179	0.0000548	163	343
Total	642	0.00118	172	814
-- kinds of logic after synthesis --
logic type | Yosys count | synth area share (%)
simple gates | 115 | 24.7
buf+inv | 16 | 4.06
flops | 48 | 47.0
fa+ha+maj | 6 | 2.94
xor+xnor | 23 | 7.88
compound gates | 34 | 9.93
mux | 8 | 3.52
-- synthesized netlist by cell type (2+ instances only) --
cell type	instances	area (um^2)
a21o_1	3	22.5
a21oi_1	10	50.1
and3_1	4	25.0
and4_1	2	17.5
buf_2	2	10.0
buf_4	2	15.0
buf_6	4	45.0
clkbuf_1	3	11.3
dfrtp_1	47	1180
ha_1	6	75.1
inv_1	4	15.0
mux2_2	8	90.1
nand2_1	31	116
nand2b_1	3	18.8
nand3_1	14	70.1
nand3b_1	7	52.6
nand4_1	7	43.8
nand4b_1	5	43.8
nor2_1	15	56.3
nor3_1	6	30.0
nor4_1	5	31.3
o21ai_0	10	50.1
o41ai_1	3	26.3
o41ai_2	3	48.8
or2_2	3	18.8
or3_1	4	25.0
xnor2_1	12	105
xor2_1	11	96.3
-- critical path, cell delays in order, from the launching register on --
cell	delay, ns
dfrtp_1	0.38
ha_1	0.20
and3b_1	0.43
and4_1	0.34
nand2_1	0.12
or2_1	0.33
nor2_2	0.34
mux2_2	0.38
-- through the flow --
stage,setup slack [ns],instance area [um^2],total power [uW]
after floorplan,1.91,2560,471
final,1.57,2710,814
after global placement,1.59,2590,481
after detailed placement,1.58,2590,481
after global routing,1.31,2710,848
after CTS,1.57,2710,829
Power figures rest on the tool's default switching activity, not on a simulated workload.
