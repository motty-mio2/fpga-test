===== /design/flow/config.mk =====
export PLATFORM = sky130hd
export DESIGN_NAME = show7
export DESIGN_NICKNAME = show7
export VERILOG_FILES = /design/flow/design.v
export SDC_FILE = /design/flow/constraint.sdc
export NUM_CORES = 4
export LEC_CHECK = 1
export CORE_AREA = 10 10 84 84
export DIE_AREA = 0 0 94 94

===== /design/flow/constraint.sdc =====
current_design show7

set clk_period 1.7
set clk_io_pct 0.2

create_clock -name clk0 -period $clk_period [get_ports {CLK}]

set non_clock_inputs [all_inputs -no_clocks]
set_input_delay [expr $clk_period * $clk_io_pct] -clock clk0 $non_clock_inputs
set_output_delay [expr $clk_period * $clk_io_pct] -clock clk0 [all_outputs]

===== /design/flow/design.v =====
module show7 (CLK, RST, digits, number);
    input CLK, RST;
    output [7:0] digits, number;
    reg [7:0] digits, number;
    reg [29:0] count;
    always @ (posedge CLK ) begin
        count <= count + 1;
        if(RST == 1'b0) begin
            digits = 8'b11111111;
        end else if (count[12:10] == 3'b000) begin digits = 8'b11111110; number = 8'b11000000;
        end else if (count[12:10] == 3'b001) begin digits = 8'b11111101; number = 8'b11111001;
        end else if (count[12:10] == 3'b010) begin digits = 8'b11111011; number = 8'b10100100;
        end else if (count[12:10] == 3'b011) begin digits = 8'b11110111; number = 8'b10110000;
        end else if (count[12:10] == 3'b100) begin digits = 8'b11101111; number = 8'b10011001;
        end else if (count[12:10] == 3'b101) begin digits = 8'b11011111; number = 8'b10010010;
        end else if (count[12:10] == 3'b110) begin digits = 8'b10111111; number = 8'b10000010;
        end else if (count[12:10] == 3'b111) begin digits = 8'b01111111; number = 8'b11111000;
        end
    end
endmodule

===== /design/flow/run.sh =====
#!/bin/bash
# OpenROAD 26Q1-2900-gdf79404cd8, Yosys 0.63+post, stock flow scripts
make -C /OpenROAD-flow-scripts/flow DESIGN_CONFIG=/design/flow/config.mk WORK_HOME=/design/flow/orfs finish

==> impl_metrics.yaml <==
# synthesis and place-and-route metrics
grt:
  grt_max_degree: 17
  grt_util_all_layers: 0.0360
  grt_pass1_vias: 583
  grt_pass1_wl_um: 2640
  grt_antenna_before_repair: 0
  overflow: 0
routing:
  wl_met2_um: 696
  highest_layer: "met3"
  vias: 619
  ant_nets: 0
  first_iter_violations: 25
  routed_wirelength_um: 1600
  dr.pass1.iters: 2
  route.met3.wl_um: 117
  antenna-diode-count: 0
  vias_per_cell: 3.62
  route.detailed.drc: 0
  wl_met1_um: 784
  routedWlPerCell_um: 9.35
placement:
  dp.cells: 167
  io_buffers: 16
  dpl.hpwl_um: 1250
  gp_congestion: 0.679
final_timing:
  final.setup.tns_ns: 0
  setup_viol: 0
  hold_viol: 0
  final-max-slew-violation-count: 0
  rsz0062_at_grt: "no"
  period_minus_slack_ns: 1.41
  fmax_mhz: 709
  whs_ns: 0.410
  skew_ns: 0.00251
  finalClockPeriodUsage: 0.830
floorplanning:
  die_x_um: 94
  initCoreUtil: 0.193
  io_pins: 18
  die_y_um: 94
  die_area_sq_um: 8840
  std_cell_rows: 26
  core_sq_um: 5200
critical_path:
  cp-end-kind: "output port"
  critPathArrivalTime_ns: 1.07
  worstPathCellList: "clkdlybuf4s50_1"
  crit_path_max_incr_delay_ns: 0.47
  timing.rr.start: "count[10]"
  critPathMaxFanout: 1
  setup.worst_path.start_class: "flip-flop"
  reg2reg_setup_slack_ns: 0.47
  worstPathRequired_ns: 1.36
  critPathKind: "flip-flop to output port"
  path_depth: 1
  crit_end: "number[3]"
  r2r_cells: 3
  cp_top_family: "buffers and inverters"
  critPathSlowestCell: "clkdlybuf4s50_1"
  critPathBufInv: 1
  startpoint: "number[3]"
  worstReg2RegEnd: "count[12]"
power:
  p_seq_frac: 0.567
  intPower_mw: 1.02
  p_comb_frac: 0.021
  sw_frac_of_total: 0.162
  clkPwrFrac: 0.413
  power.switching_mw: 0.198
  p_total_mw: 1.22
  ir_worst_vdd_mv: 0.813
  cellLeakagePower_nw: 0.439
  power_density_nw_per_um2: 940
outcome:
  status: "completed"
clock_network:
  postCtsSetupRepairBufs: 0
  cts_buffer_depth: 2
  ctsHtreeMaxLevel: 1
  numClockSinks: 28
  post_cts_resized: 0
  clkLatencyLatePin_ns: 0.27
  root_buffer: "clkbuf_8"
  cts_made_buffers: 3
  cts_tree: "built"
  clkTransAtPathRegs_ns: 0.09
  cts_hold_buf: 0
cells_and_area:
  final_util: 0.249
  syn2layout_area_growth_pct: 29.1
  final_cell_count_no_fill: 171
  drive_gt1_frac: 0.0495
  fillers: 549
synth:
  ys_cells: 86
  ys_warn_count: 1
  syn_area_sq_um: 1000
  yosys.area.top_type: "dfxtp_1"
  area_leaders: "dfxtp_1 42%, edfxtp_1 21%, xnor2_1 9.6%, nand3_1 4.0%, nand4_1 3.1%"
  yosys.area.top_type_share: 0.418
  synth_cell_types: 23
  yosys-stat-area_sq_um: 1000
  synth_flops: 28
  netlist_instances: 86
  ys_seq_share: 0.628
  synth_area_per_cell_sq_um: 11.7
flow_run:
  cap_violations: 0
  warning_count: 25
hold_path:
  hp-start: "count[0]"
  holdCritPathClass: "flip-flop to flip-flop"
-- per-stage QoR --
stage	cell area, sq um	setup slack [ns]
after CTS	1300	0.264
after detailed placement	1230	0.371
after global routing	1300	0.242
after floorplan	1000	0.650
after global placement	1230	0.409
final	1300	0.289
-- registers in the layout, summed over array words and instances, names as in the netlist --
signal	count
digits	8
count	13
number	7
-- placed cells by master, fill, tap and decap left out, drive strengths merged, types with 3 or more instances in the layout --
master	synthesis	final
clkdlybuf4s50	0	16
edfxtp	7	7
and2	3	3
nand3	8	8
nor2b	4	4
xnor2	11	11
nand4	5	5
nand2	5	5
clkbuf	1	3
dfxtp	21	21
nor2	3	3
-- metal layers --
| layer | global-route usage | vias up |
|---|---|---|
| li1 | - | 316 |
| met1 | 0.0462 | 289 |
| met2 | 0.0576 | 14 |
| met3 | 0.0170 | 0 |
| met4 | 0 | 0 |
| met5 | 0 | - |
-- power groups by stage --
| stage | Sequential [mW] | Clock [mW] | Combinational, mW |
|---|---|---|---|
| 4_1_cts | 0.691 | 0.518 | 0.0259 |
| 5_1_grt | 0.692 | 0.541 | 0.0275 |
| 6_report | 0.691 | 0.503 | 0.0250 |
-- synth_stat cells, drive strengths merged --
| cell | count |
|---|---|
| dfxtp | 21 |
| xnor2 | 11 |
| nand3 | 8 |
| edfxtp | 7 |
| buf | 5 |
| nand2 | 5 |
| nand4 | 5 |
| nor2b | 4 |
| and2 | 3 |
| nor2 | 3 |
| and4 | 2 |
| xor2 | 2 |
| a21o | 1 |
| and3 | 1 |
| clkbuf | 1 |
| conb | 1 |
| ha | 1 |
| inv | 1 |
| mux2i | 1 |
| nand2b | 1 |
| o21bai | 1 |
| or2 | 1 |
-- logic make-up (layout without fill, tap and decap cells) --
family                   count (synthesis)  after routing  share of synthesized area
AND-OR/OR-AND                            2              2                     0.0149
XOR/XNOR                                13             13                      0.113
adder cells (fa/ha/maj)                  1              1                     0.0125
buffers and inverters                    7             22                     0.0373
flip-flops                              28             28                      0.628
multiplexers                             1              1                    0.00996
other                                    1              1                    0.00373
AND/OR/NAND/NOR                         33             33                      0.181
-- final cells by class --
type / instances / area [sq um] / share of cell area
Sequential cell: 28 / 631 / 0.486
Clock inverter: 1 / 30.0 / 0.0231
Multi-Input combinational cell: 51 / 337 / 0.259
Inverter: 1 / 3.75 / 0.00289
Tap cell: 70 / 87.6 / 0.0675
Timing Repair Buffer: 17 / 168 / 0.129
Clock buffer: 3 / 41.3 / 0.0318
-- how the worst min path moves through the flow --
stage / endpoint / depth (start not counted)
6_report: count[0] / 1
4_1_cts: count[0] / 1
5_1_grt: count[0] / 1
Power figures rest on the tool's default switching activity, not on a simulated workload.
